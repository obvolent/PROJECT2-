### flow/design.v
module baud_generate_tx(clock, tx_sel, baud_tx_out);
input clock;
input [1:0]tx_sel;
output reg baud_tx_out;
wire baud_tick_115200bps, baud_tick_38400bps, baud_tick_19200bps, baud_tick_9600bps;
integer count1=0;
integer count2=0;
integer count3=0;
integer count4=0;
always@(posedge clock)
if(count1<86)
count1<=count1+1;
else
count1<=1;
assign baud_tick_115200bps=(count1<44)?1:0;
always@(posedge clock)
if(count2<260)
count2<=count2+1;
else
count2<=1;
assign baud_tick_38400bps =(count2<131)?1:0;
always@(posedge clock)
if(count3<520)
count3<=count3+1;
else
count3<=1;
assign baud_tick_19200bps =(count3<261)?1:0;
always@(posedge clock)
if(count4<1042)
count4<=count4+1;
else
count4<=1;
assign baud_tick_9600bps =(count4<522)?1:0;
always@(tx_sel, baud_tick_115200bps, baud_tick_38400bps, baud_tick_19200bps, baud_tick_9600bps)
begin
case(tx_sel)
2'b00 : baud_tx_out = baud_tick_115200bps;
2'b01 : baud_tx_out = baud_tick_38400bps;
2'b10 : baud_tx_out = baud_tick_19200bps;
2'b11 : baud_tx_out = baud_tick_9600bps;
endcase
end
endmodule
### flow/config.mk
export PLATFORM = sky130hd
export DESIGN_NAME = baud_generate_tx
export DESIGN_NICKNAME = baud_generate_tx
export VERILOG_FILES = /design/flow/design.v
export SDC_FILE = /design/flow/constraint.sdc
export NUM_CORES = 4
export LEC_CHECK = 1
export CORE_UTILIZATION = 30
### flow/constraint.sdc
current_design baud_generate_tx

set clk_period 3.8
set clk_io_pct 0.2

create_clock -name clk0 -period $clk_period [get_ports {clock}]

set non_clock_inputs [all_inputs -no_clocks]
set_input_delay [expr $clk_period * $clk_io_pct] -clock clk0 $non_clock_inputs
set_output_delay [expr $clk_period * $clk_io_pct] -clock clk0 [all_outputs]
### flow/run.sh
#!/bin/bash
# OpenROAD 26Q1-2900-gdf79404cd8, Yosys 0.63+post, stock flow scripts
make -C /OpenROAD-flow-scripts/flow DESIGN_CONFIG=/design/flow/config.mk WORK_HOME=/design/flow/orfs finish
==> reports/results.ini <==
[status]
outcome=finished clean

[worst_setup_path]
slowest_stage=a2111oi_1
cp.arrival_ps=2820
cp_common_cell=buf_4
reg2reg_to=count4[28]
reg2reg_depth=6
rrSetupSlack_ps=1640
cp-start-kind=flop
critPathMaxFanout=4
endpoint_kind=output port
cp_num_buf_inv=3
crit_chain=nor4_1, nand4_1, a2111oi_1, buf_4, o21ai_0, o31ai_1, buf_4, clkdlybuf4s50_1
crit_required_ps=3040
critPathTopFamily=buffers and inverters
slowest_delay_ps=530
critical_path_class=flop to output port
r2r_start=count4[1]

[final_timing]
finalClockPeriodUsage_pct=94.3
period_needed_ps=3580
rsz0062_at_grt=no
drv_slew=0
fmax_mhz=279
worstMarginPinSlew_ps=772
setup_viol=0
hold_ws_ps=415
slew_headroom_pct=48.3
hold_viol=0
fin_tns_setup_ps=0
clock_skew_ps=6.20

[pwr]
power.leakage_uw=0.00264
peakVddDrop_mv=0.270
powerDensity_mw_per_mm2=434

[floorplanning]
rows=51
core-area_mm2=0.0196
io-pin-count=4
die_h_um=144
die_x_um=144
initCoreUtil_pct=30.7
fp.dieArea_mm2=0.0206

[synthesis]
yosysCellCount=699
ys_warn_count=1
ys_top_cells_by_area=dfxtp_1 43%, xor2_1 9.3%, nor2_1 8.3%, xnor2_1 7.1%, nand4_1 4.3%
most_common_cell=nor2_1
edf_count=0
top_cells_by_count=133 x nor2_1, 128 x dfxtp_1, 64 x xor2_1
ys_area_mm2=0.00602
numSynthFlops=128
syn_area_per_cell_um2=8.61
syn-cell-area_mm2=0.00602
async_flop_share_pct=0
synthCells=699
synth_cell_types=42
synthFlopType=dfxtp_1
top_cell_area_share_pct=42.6
top_area_cell=dfxtp_1
ys_seq_share_pct=42.6

[detailed_routing]
vias=4627
first_iter_violations=226
drc=0
drt-total-wl_mm=11.3
via_per_inst=4.71
avgRoutedWirePerCell_um=11.5
drt.antenna.violating_nets=0
dr.pass1.iters=4
diodes=0

[grt]
gr-total-overflow=0
grt_max_degree=32
antenna_found_initial=0
grt_pass1_vias=4295
gr-usage-all-layers_pct=12.1
grt_pass1_wl_mm=20.1

[flow_run]
max-cap-violations=0
tool_warnings=26

[clock_tree]
numCtsBuffers=17
path_clk_slew_ps=60
htreeDepth=4
worstSkewPairLatency_ps=410
cts.sinks=128
cts_tree=done
root_buffer=clkbuf_16
cts.path.max_buffers=2
postCtsHoldBufs=0

[final_layout]
drive_gt1_share_pct=8.77
area_growth_pct=15.5
fillerInstances=1977

[placement]
dpl.hpwl_mm=7.41
io_buffers=3
place_congestion=0.796

[min_path]
worstHoldPathCells=1
min_to=count1[0]
hold_class=flop to flop
worstHoldStart=count1[0]

## power by group
part	total, µW	internal, µW	switching [µW]	leakage (µW)
Clock	1670	1040	626	0.000291
Combinational	8.81	5.38	3.43	0.00132
Sequential	1340	1340	0	0.00103
## worst max path at each step
stage	to	cells after the start	slack [ps]	startpoint
4_1_cts	baud_tx_out	8	60	count1[24]
5_1_grt	baud_tx_out	8	50	count1[24]
6_report	baud_tx_out	8	220	count1[24]
## timing repair
action                                  CTS  global route
endpoints found under the setup margin    0             1
gates resized                             0             1
setup buffers                             0             0
## metal layers
metal	track usage, %	routed length [µm]
met5	0	0
met1	18.6	5960
met2	18.4	4830
met3	2.31	416
met4	1.18	96
## cells by family (layout without fill, tap and decap cells)
logic type	count (synthesis)	count (layout)	synth area share, %
simple gates	379	379	33.6
flops	128	128	42.6
xor+xnor	113	113	16.4
buf+inv	42	61	3.01
compound gates	32	32	3.33
fa+ha+maj	5	5	1.04
## state kept, by name, indices dropped and copies added (netlist names)
signal,cells
count1,32
count2,32
count3,32
count4,32
## stage by stage
stage	setup slack, ps	total power, µW	area [µm²]	instances	util [%]
floorplan	1570	1370	6020	699	-
global placement	464	1380	6340	951	32.4
detailed placement	533	1380	6340	951	32.4
CTS	59.6	3060	6950	983	35.5
global route	47.1	3120	6950	983	35.5
finish	216	3020	6950	983	35.5
## cells in the final DEF (no fill, tap or decap), drive strengths merged, types with 9 or more instances in the layout
cell,synthesis,layout
nor3,20,20
dfxtp,128,128
and4,15,15
nand3,39,39
and2,9,9
nand4,44,44
a21oi,10,10
and3,21,21
nor2,135,135
nor4,34,34
xnor2,49,49
clkbuf,10,17
nand2,43,43
inv,18,22
xor2,64,64
## worst reg2reg max path, delay by kind of cell (launching register included)
family	cells	cell delay [ps]
adders and majority gates	1	200
and+or+nand+nor	4	1370
DFF	1	380
AOI/OAI and AO/OA	1	140
## layout make-up
class                      instances  area (µm²)  area share, %
multi-input combinational        529        3290           47.3
clock buffer                      17         425           6.12
tap                              265         332           4.77
inverter                          18        67.6          0.972
clock inverter                    15         184           2.65
timing repair buffer              11        90.1           1.30
sequential                       128        2560           36.9
Power is estimated from default activity; no workload was simulated.
