## design/flow/config.mk

```make
export PLATFORM = sky130hd
export DESIGN_NAME = uart_transmitter
export DESIGN_NICKNAME = uart_transmitter
export VERILOG_FILES = /design/flow/design.v
export SDC_FILE = /design/flow/constraint.sdc
export NUM_CORES = 4
export LEC_CHECK = 1
export CORE_UTILIZATION = 30
```

## design/flow/constraint.sdc

```tcl
current_design uart_transmitter

set clk_period 4.7
set clk_io_pct 0.2

create_clock -name clk0 -period $clk_period [get_ports {clock_tx}]

set non_clock_inputs [all_inputs -no_clocks]
set_input_delay [expr $clk_period * $clk_io_pct] -clock clk0 $non_clock_inputs
set_output_delay [expr $clk_period * $clk_io_pct] -clock clk0 [all_outputs]
```

## design/flow/design.v

```verilog
module uart_transmitter(tx_start,clock_tx,reset_tx,data_out_tx,data_in_tx);
input [7:0]data_in_tx;
input clock_tx,reset_tx;
input tx_start;
output data_out_tx;
wire w_shift_tx,w_load_tx,w_data_bit_tx,w_parity_bit_tx;
wire [1:0] w_select_tx;
fsm_tx  f1(.clock_tx(clock_tx),.reset_tx(reset_tx),.tx_start(tx_start),.shift_tx(w_shift_tx),
            .load_tx(w_load_tx),.select_tx(w_select_tx));
piso_tx  p1(.clock_tx,.reset_tx(reset_tx),.data_in_tx(data_in_tx),.data_out_tx(w_data_bit_tx),
            .load_tx(w_load_tx),.shift_tx(w_shift_tx));
mux_tx  m1(.data_bit_tx(w_data_bit_tx),.parity_bit_tx(w_parity_bit_tx),.data_output_tx(data_out_tx),
            .select_tx(w_select_tx));
parity_generator_tx  pg1(.parity_out_tx(w_parity_bit_tx),.data_in_tx(data_in_tx),.load_tx(w_load_tx));
endmodule
module piso_tx(clock_tx,reset_tx,data_in_tx,data_out_tx,load_tx,shift_tx);
input [7:0]data_in_tx;
input clock_tx,reset_tx;
input load_tx,shift_tx;
output data_out_tx;
reg [7:0]temp_tx;
always @(posedge clock_tx, negedge reset_tx)
begin
if(!reset_tx)
temp_tx <= 8'b0;
else if(load_tx)
temp_tx <= data_in_tx;
else if(shift_tx)
temp_tx <= {1'b0, temp_tx[7:1]};
end
assign data_out_tx = temp_tx[0];
endmodule
module mux_tx(data_bit_tx,parity_bit_tx,data_output_tx,select_tx);
input [1:0]select_tx;
input data_bit_tx,parity_bit_tx;
output reg data_output_tx;
always @(select_tx,data_bit_tx,parity_bit_tx)
begin
case(select_tx)
2'b00 : data_output_tx = 1'b0;
2'b01 : data_output_tx = data_bit_tx;
2'b10 : data_output_tx = parity_bit_tx;
2'b11 : data_output_tx = 1'b1;
default : data_output_tx = 1'b1;
endcase
end
endmodule
module parity_generator_tx(parity_out_tx,data_in_tx,load_tx);
input [7:0]data_in_tx;
input load_tx;
output reg parity_out_tx;
reg [7:0]temp_parity_tx;
always @(load_tx,data_in_tx)
begin
if(load_tx)
temp_parity_tx = data_in_tx;
else
parity_out_tx = ^(temp_parity_tx);
end
endmodule
module fsm_tx(clock_tx,reset_tx,tx_start,shift_tx,load_tx,select_tx);
input clock_tx,reset_tx;
input tx_start;
output reg [1:0]select_tx;
output reg shift_tx,load_tx;
parameter  [2:0] IDLE_TX = 3'b000, START_BIT_TX = 3'b001, DATA_BIT_TX = 3'b010, PARITY_BIT_TX = 3'b011,
                     STOP_BIT_TX = 3'b100;
reg [2:0] state_tx,next_state_tx;
integer count_tx = 1;
reg go_tx;
always @(posedge clock_tx)
begin
if(go_tx)
count_tx <= count_tx + 1;
else
count_tx <= 1;
end
always @(state_tx,tx_start,count_tx)
begin
case(state_tx)
IDLE_TX : next_state_tx = tx_start ? START_BIT_TX : IDLE_TX;
START_BIT_TX : next_state_tx = DATA_BIT_TX;
DATA_BIT_TX : begin
    go_tx = (count_tx == 8) ? 0 : 1;
    next_state_tx = (count_tx == 8) ? PARITY_BIT_TX : DATA_BIT_TX;
end
PARITY_BIT_TX : next_state_tx = STOP_BIT_TX;
STOP_BIT_TX : next_state_tx = IDLE_TX;
default : next_state_tx = IDLE_TX;
endcase 
end
always @(posedge clock_tx, negedge reset_tx)
begin
    if(!reset_tx)
    state_tx <= IDLE_TX;
    else
    state_tx <= next_state_tx;
end
always @(state_tx)
begin
if(state_tx == IDLE_TX)
begin
    select_tx = 2'b11;
    shift_tx = 0;
    load_tx = 0;
end
else if(state_tx == START_BIT_TX)
begin
    select_tx = 2'b00;
    shift_tx = 0;
    load_tx = 1;
end
else if(state_tx == DATA_BIT_TX)
begin
    select_tx = 2'b01;
    shift_tx = 1;
    load_tx = 0;
end
else if(state_tx == PARITY_BIT_TX)
begin
    select_tx = 2'b10;
    shift_tx = 0;
    load_tx = 0;
end
else if(state_tx == STOP_BIT_TX)
begin
    select_tx = 2'b11;
    shift_tx = 0;
    load_tx = 0;
end
else
begin
    select_tx = 2'b11;
    shift_tx = 0;
    load_tx = 0;
end
end
endmodule
```

## design/flow/run.sh

```bash
#!/bin/bash
# OpenROAD 26Q1-2900-gdf79404cd8, Yosys 0.63+post, stock flow scripts
make -C /OpenROAD-flow-scripts/flow DESIGN_CONFIG=/design/flow/config.mk WORK_HOME=/design/flow/orfs finish
```

==> flow_summary.toml <==
# yosys + openroad results
[yosys]
yosys_warnings = 4
syn_area_per_cell_sq_um = 9.23
yosysTopAreaCell = "dfxtp_1"
synth_top_area_share_pct = 27.0
synthCells = 257
topCellsByArea = "dfxtp_1, dfrtp_1, dlxtp_1"
async_reset_ff_share_pct = 23.6
flop_cell = "dfxtp_1"
synth_cell_type_count = 41
edf_count = 0
synthesis.area_sq_um = 2370
yosys_register_bits = 55
ys_cells = 257
yosys-stat-area_sq_um = 2370

[timing]
finalCritPeriodShare_pct = 56.1
max_freq_ghz = 0.379
tns_ps = 0
untimed_endpoints = 10
slew_headroom_pct = 62.5
skew_ps = 4.07
report.final.hold_viol_count = 0
fin_crit_ps = 2640
setup_violations = 0
worstMarginPinSlew_ps = 560
fin_ws_ps = 2060
slew_viol_final = 0
grt_setup_unrepaired = "no"
unclocked_pins = 10

[drt]
ant_nets = 0
wl_mm = 4.39
drt-vias-per-instance = 5.10
dr.pass1.iters = 4
vias = 1873
wl_per_cell_microns = 12.0
drc = 0
diodes = 0
drt-initial-drc-count = 99

[final_layout]
drive_gt1_share_pct = 6.79
fillers = 786
lay_top_cells = "dfxtp_1, nand2_1, a21oi_1, nor2_1"
final-comb-area_sq_um = 1150
regArea_sq_um = 1120
syn_to_final_growth_pct = 12.6
final_cells = 367
mostFrequentLayoutCell = "dfxtp_1"

[worst_setup_path]
cp-start-kind = "register"
crit_family = "buffers and inverters"
reg2regPathDepth = 5
worst-path-buf-inv = 2
cpPeakStageDelay_ps = 470
critPathMaxFanout = 11
cp.arrival_ps = 1700
cp_cell_sequence = "inv_1 > o22ai_1 > o21bai_1 > clkdlybuf4s50_1"
required_ps = 3760
criticalPathCategory = "reg2out"
slowest_stage = "clkdlybuf4s50_1"
end_kind = "primary output"
cp.depth = 4

[clock_tree]
insertion_delay_ps = 300
cts_hold_buf = 0
cts_tree = "done"
cts_resized = 0
cts_setup_buffers = 0
clock_path_buffers = 2
clk_pin_slew_ps = 80
cts-htree-levels = 2
numCtsBuffers = 5
cts-root-buf = "clkbuf_8"

[flow_run]
warning_count = 26
maxCapViolCount = 0

[floorplan]
dieArea_sq_um = 8270
die_w_microns = 90.9
die-height_microns = 90.9
io_pins = 12
rows = 32
core_sq_um = 7690
initial_utilization_pct = 30.9

[grt]
grt-ovfl-total = 0
antenna_found_initial = 0
track_usage_pct = 11.3
grt_max_degree = 27
grt_pass1_vias = 1615
grt_pass1_wl_mm = 7.67

[place]
io_buffers = 11
dp.final_hpwl_mm = 2.97
place.gp.congestion = 0.787
dp_worst_setup_slack_ps = 2380
dp_cells = 359

[worst_hold_path]
hold_depth = 0
hold_class = "reg2reg"

[pwr]
p_total_uw = 697
power_density_nw_per_um2 = 261
p_leak_nw = 0.932
peakVddDrop_mv = 0.155

[outcome]
status = "complete, no violations"
[kinds of logic after synthesis]
logic type	share of synthesized area (%)
buf+inv	4.38
compound gates	16.3
mux	0.422
fa+ha+maj	1.05
flops	40.8
simple gates	24.1
latches	6.33
xor+xnor	6.65
[routing by layer]
metal | vias up | global-route usage [%] | wire [microns]
met1 | 872 | 18.4 | 2210
met4 | 0 | 1.46 | 63
met2 | 29 | 16.3 | 1950
li1 | 967 | - | -
met3 | 5 | 2.14 | 172
met5 | - | 0 | 0
[synthesized netlist by cell type, drive strengths merged (2+ instances only)]
master  number
nor3         4
nand4       12
dfxtp       32
dfrtp       12
nand2       18
or4b         2
dlxtp        9
or3          8
nand3        8
o31ai       10
xnor2       13
buf          3
nor2        15
a21o         2
and4         4
clkbuf       8
a21oi       18
xor2         5
ha           2
nor4        10
o21ai       14
and2         3
inv          8
o41ai        2
a22oi       14
or4         12
[per-stage QoR]
step                      hold slack [ps]  area, sq um  util (%)
final                                 393         2670      34.7
after global routing                  416         2670      34.7
after CTS                             400         2670      34.7
after detailed placement              380         2550      33.2
after global placement                377         2550      33.2
after floorplan                       354         2370         -
[flip-flops by register name (all words and copies together), names as in the netlist]
signal and count:
f1.count_tx 32, p1.temp_tx 8, pg1.temp_parity_tx 8, f1.state_tx 5, f1.go_tx 1, pg1.parity_out_tx 1
[power breakdown]
| part | leakage (nW) | internal, mW | total [mW] | switching [mW] |
|---|---|---|---|---|
| clock network | 0.0574 | 0.173 | 0.302 | 0.130 |
| logic | 0.400 | 0.00736 | 0.0114 | 0.00407 |
| registers | 0.475 | 0.383 | 0.383 | 0 |
[worst reg2reg max path: stages (launching register included)]
cell	delay, ps
dfxtp_1	400
ha_1	250
nand4_1	250
or4_1	720
or4_1	450
a21oi_1	170
[cell type report]
cell class | instances | area share (%)
tap | 102 | 4.78
clock inverter | 2 | 1.41
sequential | 55 | 41.8
timing repair buffer | 13 | 4.68
inverter | 8 | 1.12
clock buffer | 6 | 3.09
multi-input combinational | 181 | 43.1
[worst paths after layout]
check                          startpoint              end  slack, ps
setup / recovery           f1.state_tx[2]      data_out_tx       2060
hold / removal             f1.state_tx[4]   f1.state_tx[1]        390
setup reg to reg           f1.count_tx[0]  f1.count_tx[30]       2380
hold reg to reg            f1.state_tx[4]   f1.state_tx[1]        390
max in group asynchronous        reset_tx   f1.state_tx[0]       3330
min in group asynchronous        reset_tx    p1.temp_tx[0]       1000
No activity file was given, so power comes from the tool's default toggle rates.
