$ cat flow/design.v
module baud_generate_rx(clock, rx_sel, baud_rx_out);
input clock;
input [1:0]rx_sel;
output reg baud_rx_out;
wire baud_tick_115200bps, baud_tick_38400bps, baud_tick_19200bps, baud_tick_9600bps;
integer count1=0;
integer count2=0;
integer count3=0;
integer count4=0;
always@(posedge clock)
if(count1<68)
count1<=count1+1;
else
count1<=1;
assign baud_tick_115200bps=(count1<35)?1:0;
always@(posedge clock)
if(count2<208)
count2<=count2+1;
else
count2<=1;
assign baud_tick_38400bps =(count2<105)?1:0;
always@(posedge clock)
if(count3<416)
count3<=count3+1;
else
count3<=1;
assign baud_tick_19200bps =(count3<209)?1:0;
always@(posedge clock)
if(count4<832)
count4<=count4+1;
else
count4<=1;
assign baud_tick_9600bps =(count4<417)?1:0;
always@(rx_sel, baud_tick_115200bps, baud_tick_38400bps, baud_tick_19200bps, baud_tick_9600bps)
begin
case(rx_sel)
2'b00 : baud_rx_out = baud_tick_115200bps;
2'b01 : baud_rx_out = baud_tick_38400bps;
2'b10 : baud_rx_out = baud_tick_19200bps;
2'b11 : baud_rx_out = baud_tick_9600bps;
endcase
end
endmodule
$ cat flow/run.sh
#!/bin/bash
# OpenROAD 26Q1-2900-gdf79404cd8, Yosys 0.63+post, stock flow scripts
make -C /OpenROAD-flow-scripts/flow DESIGN_CONFIG=/design/flow/config.mk WORK_HOME=/design/flow/orfs finish
$ cat flow/config.mk
export PLATFORM = sky130hd
export DESIGN_NAME = baud_generate_rx
export DESIGN_NICKNAME = baud_generate_rx
export VERILOG_FILES = /design/flow/design.v
export SDC_FILE = /design/flow/constraint.sdc
export NUM_CORES = 4
export LEC_CHECK = 1
export CORE_UTILIZATION = 50
$ cat flow/constraint.sdc
current_design baud_generate_rx

set clk_period 4.8
set clk_io_pct 0.2

create_clock -name clk0 -period $clk_period [get_ports {clock}]

set non_clock_inputs [all_inputs -no_clocks]
set_input_delay [expr $clk_period * $clk_io_pct] -clock clk0 $non_clock_inputs
set_output_delay [expr $clk_period * $clk_io_pct] -clock clk0 [all_outputs]
==> flow_metrics.env <==
# flow metrics
export IMPL_syn_area_um2=5970
export IMPL_drtPass1Iterations=4
export IMPL_syn_to_final_growth_pct=11.8
export IMPL_r2r_end="count4[0]"
export IMPL_ys_flop_type="dfxtp_1"
export IMPL_hpwlAfterDp_mm=7.09
export IMPL_die_area_um2=12400
export IMPL_ys_chip_area_um2=5970
export IMPL_clock_sinks=128
export IMPL_synthDominantCellAreaShare=0.430
export IMPL_avgSynthCellArea_um2=8.40
export IMPL_placedCellCount=834
export IMPL_min_path_type="reg -> reg"
export IMPL_drc=0
export IMPL_cp_arrival_ns=2.86
export IMPL_wl_per_cell_um=13.0
export IMPL_grt_overflow=0
export IMPL_path_max_fanout=6
export IMPL_fillers=991
export IMPL_die_w_um=111
export IMPL_edf_count=0
export IMPL_worstSkewPairLatency_ns=0.41
export IMPL_grt_antenna_before_repair=0
export IMPL_design_area_um2=6670
export IMPL_n_antenna_cell=0
export IMPL_grt_max_degree=23
export IMPL_stdcell_count=866
export IMPL_io_pins=4
export IMPL_power_internal_mw=1.83
export IMPL_track_usage=0.201
export IMPL_die_height_um=111
export IMPL_fp_utilization=0.518
export IMPL_cellLeakagePower_nw=2.34
export IMPL_drtIter0Drc=421
export IMPL_clk_path_buf_depth=2
export IMPL_std_cell_rows=39
export IMPL_report_final_slew_viol_count=0
export IMPL_netSwitchingFraction=0.192
export IMPL_tns_ns=0
export IMPL_cts_hold_buf=0
export IMPL_timing_hold_violations_final=0
export IMPL_cts_resized=0
export IMPL_fmax_mhz=262
export IMPL_outcome="completed"
export IMPL_cts_buffers=17
export IMPL_port_buffers=3
export IMPL_post_drt_via_cell_ratio=5.43
export IMPL_gp_congestion=0.788
export IMPL_finClkSkew_ns=0.00436
export IMPL_htree_levels=4
export IMPL_rrSetupSlack_ns=2.60
export IMPL_setup_viol=0
export IMPL_async_flop_share=0
export IMPL_design_core_area_um2=11500
export IMPL_tightest_slew_ns=0.789
export IMPL_yosys_cells=710
export IMPL_synth_warnings=1
export IMPL_postCtsSetupBuffers=0
export IMPL_crit_path_end_kind="primary output"
export IMPL_slew_headroom=0.472
export IMPL_hold_end="count1[0]"
export IMPL_p_per_area_nw_per_um2=340
export IMPL_drive_gt1_frac=0.0678
export IMPL_r2r_start="count4[24]"
export IMPL_grt_first_pass_wirelength_mm=20.2
export IMPL_fin_crit_sh=0.797
export IMPL_final_util=0.579
export IMPL_final_antenna_net_count=0
export IMPL_vias=4701
export IMPL_cts_tree="yes"
export IMPL_peakVddDrop_v=0.000290
export IMPL_synthTopCellsByArea="dfxtp_1, xnor2_1, nor2_1"
export IMPL_clock_root_buffer="clkbuf_16"
export IMPL_power_switching_mw=0.436
export IMPL_seqPwrFrac=0.470
export IMPL_path_clk_slew_ns=0.05
export IMPL_postSynthSeqShare=0.430
export IMPL_pwr_share_comb=0.002
export IMPL_netlist_instances=710
export IMPL_ys_types=43
export IMPL_required_ns=3.84
export IMPL_drv_cap=0
export IMPL_pwr_share_clk=0.528
export IMPL_power_mw=2.26
export IMPL_rsz0062_at_grt="false"
export IMPL_warnings=28
export IMPL_cp_start_kind="flip-flop"
export IMPL_synth_top_cell_by_area="dfxtp_1"
export IMPL_routed_wl_mm=11.2
export IMPL_ys_flops=128
export IMPL_r2r_cells=5
export IMPL_grt_pass1_vias=4402
export IMPL_placed_area_um2=6110
export IMPL_worstHoldStart="count1[0]"
export IMPL_fin_crit_ns=3.82
export IMPL_path_class="reg -> out"
export IMPL_hold_depth=1
-- layer usage --
metal,vias to the layer above,share of wire,track usage
met5,-,0,0
met4,0,0.014,0.0288
met3,12,0.034,0.0390
met2,61,0.43,0.298
met1,2182,0.53,0.322
li1,2446,-,-
-- cells by family after synthesis --
kind of cell,count (synthesis),synth area share
simple gates,376,0.320
fa+ha+maj,7,0.0147
compound gates,27,0.0296
flops,128,0.430
buf+inv,58,0.0386
xor+xnor,114,0.167
-- worst max-delay path by stage --
stage / from / end / depth (start not counted)
final: count4[0] / baud_rx_out / 8
after global routing: count4[0] / baud_rx_out / 8
after CTS: count4[0] / baud_rx_out / 8
-- state kept, by name, summed over array words and instances (netlist names) --
name / flops
count1: 32
count2: 32
count3: 32
count4: 32
-- cell usage after synthesis (2+ instances only) --
library cell  count
nor2_1          132
dfxtp_1         128
xnor2_1          73
nand3_1          48
nor4_1           47
xor2_1           41
nand2_1          33
inv_1            31
nor3_1           31
nand4_1          24
clkbuf_1         22
and3_1           15
and4_1           12
a21oi_1           8
ha_1              7
and2_1            5
nand2b_1          5
nor2_2            5
nor2b_1           5
a31oi_1           3
o211ai_1          3
o21ai_0           3
a211oi_1          2
a21boi_0          2
a21o_1            2
buf_1             2
nand4_2           2
o41ai_1           2
or3_1             2
or4_1             2
-- through the flow --
stage,setup slack [ns],hold slack (ns)
2_1_floorplan,2.22,0.388
3_3_place_gp,1.22,0.399
3_5_place_dp,1.22,0.408
4_1_cts,0.883,0.424
5_1_grt,0.769,0.432
6_report,0.976,0.423
-- layout make-up --
cell class / instances / area, µm² / area share
well taps: 143 / 179 / 0.0268
inverters: 31 / 116 / 0.0175
clock buffers: 26 / 499 / 0.0749
multi-input cells: 524 / 3190 / 0.478
repair buffers: 8 / 67.6 / 0.0101
clock inverters: 6 / 55.1 / 0.00826
flip-flops and latches: 128 / 2560 / 0.384
-- worst max-delay path, cell delays in order (launching register included) --
cell	delay, ns
dfxtp_1	0.36
inv_1	0.08
ha_1	0.13
or4b_2	0.58
a21o_1	0.20
a21oi_1	0.14
a211oi_1	0.09
o41ai_1	0.36
clkdlybuf4s50_1	0.54
-- power by group through the flow --
stage | sequential, mW | clock, mW | combinational (mW)
CTS | 1.06 | 1.22 | 0.00546
global route | 1.06 | 1.27 | 0.00597
finish | 1.06 | 1.20 | 0.00529
-- cell usage in the layout, fill, tap and decap left out, drive strengths merged, types with 8 or more instances in the layout --
cell / synthesis / routed
nor2: 137 / 137
dfxtp: 128 / 128
xnor2: 73 / 73
nand3: 49 / 49
nor4: 48 / 48
xor2: 41 / 41
nand2: 33 / 33
inv: 31 / 31
nor3: 31 / 31
nand4: 26 / 26
clkbuf: 22 / 26
and3: 15 / 15
and4: 13 / 13
a21oi: 8 / 8
Power figures rest on the tool's default switching activity, not on a simulated workload.
